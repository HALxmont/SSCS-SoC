==> design/flow/run.sh <==
#!/bin/bash
# OpenROAD 26Q1-2900-gdf79404cd8, Yosys 0.63+post, stock flow scripts
make -C /OpenROAD-flow-scripts/flow DESIGN_CONFIG=/design/flow/config.mk WORK_HOME=/design/flow/orfs finish
==> design/flow/config.mk <==
export PLATFORM = sky130hd
export DESIGN_NAME = IIR_Filter
export DESIGN_NICKNAME = IIR_Filter
export VERILOG_FILES = /design/flow/design.v
export SDC_FILE = /design/flow/constraint.sdc
export NUM_CORES = 4
export LEC_CHECK = 1
export CORE_UTILIZATION = 40
==> design/flow/constraint.sdc <==
current_design IIR_Filter

set clk_period 20.0
set clk_io_pct 0.2

create_clock -name clk0 -period $clk_period [get_ports {clk}]

set non_clock_inputs [all_inputs -no_clocks]
set_input_delay [expr $clk_period * $clk_io_pct] -clock clk0 $non_clock_inputs
set_output_delay [expr $clk_period * $clk_io_pct] -clock clk0 [all_outputs]
==> design/flow/design.v <==
module IIR_Filter
  #(
    parameter N  = 16)
  (
    input wire clk,
    input wire rst,
    input wire en,
    input wire signed [N-1:0] X,
    input wire signed [N-1:0] a0,
    input wire signed [N-1:0] a1,
    input wire signed [N-1:0] a2,
    input wire signed [N-1:0] b1,
    input wire signed [N-1:0] b2,
    output wire signed  [N-1:0] Y);
  reg signed [N-1:0] X1, X2, X3;
  reg signed [N-1:0] Y1, Y2;
  reg signed [N-1:0] Yt;
  wire  signed [2*N-1:0] prod; 
  reg [2:0] phase;
  reg cycle_valid;
  reg signed [N-1:0] coeff;
  reg signed [N-1:0] samplevalue;
  reg signed [N-1:0] result; 
  assign Y = Yt; 
  assign prod = (samplevalue*coeff) >>> 15;
  always@(phase or X1 or X2 or X3 or Y1 or Y2 ) begin
	if (phase == 3'b000) begin
         samplevalue <= X1; 
         coeff <=  a0;
    end 
	else if (phase == 3'b001) begin
         samplevalue <= X2; 
         coeff <=  a1;
    end 
	else if (phase == 3'b010) begin
         samplevalue <= X3; 
         coeff <=  a2;
    end 
	else if (phase == 3'b011) begin
         samplevalue <= Y1; 
         coeff <=  b1;
    end 
	else if (phase == 3'b100) begin
         samplevalue <= Y2; 
         coeff <=  b2;
    end 
    else
         samplevalue <= 0;
  end
  always@(posedge clk) begin
    if(rst ==1'b1) 
    begin
      Y1 <= 0;
      Y2 <= 0;
      X1 <= 0;
      X2 <= 0;
      X3 <= 0;
      Yt <= 0;
    end
    else if(en == 1'b1) 
    begin 
      Y1 <= Yt;
      Y2 <= Y1;
      X1 <= X;
      X2 <= X1;
      X3 <= X2;
    end
   if(phase == 3'b110)
       Yt <= result;
  end
  always@(posedge clk) begin
    if(rst ==1'b1) 
    begin
		result <= 0;
    end
    else begin
    if(cycle_valid)  
		result <= result + ((samplevalue*coeff) >> 4);
    if(phase == 3'b111)
        result <= 0;
    end
  end
   always@(posedge clk) begin
    if(rst ==1'b1) 
    begin
		phase <= 0;
    end
    else if(cycle_valid)
       	phase <= phase + 1;
    end
   always@(posedge clk) begin
    if(rst ==1'b1) 
		cycle_valid <= 0;
    else if(en == 1'b1) 
         cycle_valid <= 1;
    else if(phase == 3'b101) begin
         cycle_valid <= 0;
         end
   end
endmodule
==> job_summary.md <==
### Metrics collected by this job

| Metric | Value |
|---|---|
| Die x size | 163 um |
| CTS Buffer Depth | 2 |
| Share of layout cells above drive strength 1 | 4.68% |
| Worst Reg-to-Reg Cells | 31 |
| Worst slew pin tran | 0.897 ns |
| Syn avg cell area | 8.73 um^2 |
| Hold depth | 2 |
| Final setup viols | 0 |
| PostCTS Resize Cnt | 0 |
| Register pins left without a clock | 16 |
| Post-synth EDFFs | 16 |
| Maximum clock rate | 0.115 GHz |
| Site row count | 58 |
| Grt ovf | 0 |
| Final instance count without filler cells | 1612 |
| Async S/R FF share, synth | 0% |
| CP required | 20.29 ns |
| Top-level port count | 115 |
| Top cells, area | dfxtp_1 (19%), fa_1 (16%), mux2i_1 (10%), ha_1 (9.3%), nor2_1 (5.2%) |
| Clock latency (worst-skew pair) | 0.41 ns |
| Crit-path max cell delay | 0.62 ns |
| Share of the synthesized area in the top cell type | 19.4% |
| Die height | 163 um |
| Clock power frac | 18.3% |
| Hold_ws | 0.495 ns |
| Initial DRC Count | 419 |
| LEAKAGE | 5.58 nW |
| Area grow syn2layout | 19.1% |
| Sw power | 0.653 mW |
| Iteration count of the initial detailed-routing pass | 5 |
| Cell with the most instances after synthesis | nor2_1 |
| TritonCTS clock tree | built |
| Hold buffer count at CTS | 0 |
| Met3 Wirelength | 1.91 mm |
| Total routed wirelength | 26.3 mm |
| Flops & latches, synth | 132 |
| Pwr Density | 125 nW/um^2 |
| RePlAce Congestion | 0.918 |
| Cts bufs inserted | 17 |
| Vias in the first global route | 7943 |
| Initial antenna violation count | 0 |
| Arr. time, crit path | 8.95 ns |
| Synth cell types | 53 |
| Final ANT Viol Nets | 0 |
| RSZ-0062 raised after global routing | false |
| Routed vias | 8057 |
| R2R Path End | result[15]$_SDFFE_PP0P_ |
| DRC | 0 |
| Status | finished, final reports clean |
| FP Util | 40.9% |
| # fillers | 2334 |
| Hold Fails Final Rpt | 0 |
| Met1 WL | 12.8 mm |
| GR Util All Layers | 21.4% |
| Input/output buffers | 114 |
| Reg power frac | 18.1% |
| Yosys cell count | 1183 |
| Log Warnings | 30 |
| Overall Power | 1.54 mW |
| Wire per inst | 16.3 um |
| Worst IR Drop VDD | 0.103 mV |
| First-pass GRT wire length | 42.4 mm |
| CTS clk-pin slew, worst paths | 0.06 ns |
| Endpoints left unconstrained | 16 |
| Placed cell count | 1580 |
| Worst setup path end | result[15]$_SDFFE_PP0P_ |
| Rel. slew slack | 39.6% |
| TNS Setup | 0 ns |
| Fin crit period | 8.66 ns |
| Pins Over Slew Limit | 0 |
| Worst reg2reg setup slack | 11.34 ns |
| Sw Ratio | 42.4% |
| Post-layout util | 48.7% |
| Layout Skew | 0.00849 ns |
| Ys Warns | 1 |
| DR vias/cell | 5.00 |
| Dominant Register Cell | dfxtp_1 |
| Post CTS Setup Buffer Count | 0 |
| Setup Slack @ Placement | 11.45 ns |
| Post-synthesis cell area | 10300 um^2 |
| Fin worst setup slack | 11.34 ns |
| Detail Placement HPWL | 19.7 mm |
| Worst path slowest cell | ha_1 |
| Max Cap Viol | 0 |
| Final instance area | 12300 um^2 |
| Worst setup path startpoint | phase[0]$_SDFFE_PP0P_ |
| CP max FO | 22 |
| Reg-to-Reg Start | phase[0]$_SDFFE_PP0P_ |
| Synth top cells by count | nor2_1 (144), inv_1 (142), mux2i_1 (107), nand2_1 (104), dfxtp_1 (100) |
| Die Size | 26500 um^2 |
| Most frequent CP cell | xnor2_1 |
| Placed inst area | 11700 um^2 |
| Critical path endpoint category | flip-flop |
| Ant diodes | 0 |
| CTS H-Tree Depth | 4 |
| Met2 WL | 11.3 mm |
| Largest net degree at the start of global routing | 72 |
| Synth Instances | 1183 |
| Hold WC Path Type | flip-flop to flip-flop |
| Startpoint Class | flip-flop |
| Root Driver | clkbuf_16 |
| Area leader, netlist | dfxtp_1 |
| Internal power | 0.888 mW |
| Yosys stat area | 10300 um^2 |
| CP Class | flip-flop to flip-flop |
| Core Region | 25300 um^2 |
| Top Metal Used | met4 |
| Gate power share | 63.6% |
| Period utilisation layout | 43.3% |
## power groups by stage
stage / combinational, mW / sequential (mW) / clock (mW)
CTS: 0.995 / 0.280 / 0.286
global route: 1.12 / 0.282 / 0.298
finish: 0.980 / 0.280 / 0.282
## worst min path at each step
stage / endpoint / start
global route: X3[5]$_SDFFE_PP0P_ / X3[5]$_SDFFE_PP0P_
finish: X3[5]$_SDFFE_PP0P_ / X3[5]$_SDFFE_PP0P_
CTS: Y2[5]$_SDFFE_PP0P_ / Y2[5]$_SDFFE_PP0P_
## cells in the final DEF (no fill, tap or decap), drive strengths merged, types with 3 or more instances in the layout
cell type,count
nor2b,20
nor3,13
a211oi,21
ha,77
o32ai,4
xnor2,43
nor2,145
a21oi,52
nand3,8
a21o,7
dlxtn,16
dfxtp,100
or2,3
nand2b,3
fa,80
inv,145
xor2,8
clkbuf,20
clkinv,5
and3,18
edfxtp,16
and2,55
o21bai,5
a21boi,3
mux2i,107
buf,18
clkinvlp,3
a221oi,11
o21ai,37
clkdlybuf4s50,112
nand2,105
## worst max-delay path: cells and delay by family (launching register included)
kind,cells,cell delay [ns]
AOI/OAI and AO/OA,4,0.93
xor gates and xnor gates,10,1.88
adders and majority gates,8,3.87
buffers and inverters,3,0.21
DFF,1,0.34
and+or+nand+nor,6,1.29
## layer usage
metal	vias up	GRT usage, %
met5	-	0
met3	12	4.81
li1	4022	-
met2	212	32.3
met4	0	2.42
met1	3811	33.7
## final cells by class
type                            count  area [um^2]  share of cell area, %
Clock inverter                     12          105                  0.855
Sequential cell                   132         2720                   22.1
Timing Repair Buffer              130         1250                   10.2
Clock buffer                       20          447                   3.63
Inverter                          142          533                   4.34
Multi-Input combinational cell    846         6820                   55.5
Tap cell                          330          413                   3.36
## registers in the layout (all words and copies together), names as in the netlist
signal       cells
phase            3
X1              16
X3              16
result          16
coeff           16
cycle_valid      1
Y2              16
Y1              16
Yt              16
X2              16
## kinds of logic (layout without fill, tap and decap cells)
family                     after synthesis  in the layout  synth area share [%]
AOI/OAI and AO/OA                      148            148                  8.92
xor gates and xnor gates                52             52                  4.55
adders and majority gates              157            157                  24.8
buffers and inverters                  205            304                  7.59
DFF                                    116            116                  24.0
latches                                 16             16                  2.33
muxes                                  107            107                  10.4
and+or+nand+nor                        382            382                  17.3
Power figures rest on the tool's default switching activity, not on a simulated workload.
