## design/flow/config.mk

```make
export PLATFORM = sky130hd
export DESIGN_NAME = FIR
export DESIGN_NICKNAME = FIR
export VERILOG_FILES = /design/flow/design.v
export SDC_FILE = /design/flow/constraint.sdc
export NUM_CORES = 4
export LEC_CHECK = 1
export CORE_UTILIZATION = 30
```

## design/flow/design.v

```verilog
`timescale 1ns / 1ps
module FIR
  #(parameter N  = 16)
  (
    input         clk,
    input         rst,
    input         en,
    input [N-1:0] X,
    input [N-1:0] b0,
    input [N-1:0] b1,
    output [N-1:0]   Y);
   reg signed [N-1:0] X1, X2, X3, X4;
  reg [2:0] phase;
  wire muxsel;
  reg cycle_valid;
  wire signed [N-1:0] coeff;
  reg  signed [N-1:0] samplevalue;
  reg  signed [N-1:0] Yt;
  reg  signed [N-1:0] result; 
  wire  signed [2*N-1:0] prod; 
  assign  prod = (samplevalue*coeff) >>> 15;
  assign muxsel = ((phase == 2'b00) || (phase == 2'b11)) ? 0 : 1;
  assign coeff  =  (!muxsel)  ? b0 : b1;
  assign Y = Yt; 
  always@(phase or X1 or X2 or X3 or X4) begin
	if (phase == 2'b00)
         samplevalue <= X1; 
   	else if (phase == 2'b01)
         samplevalue <= X2;
   	else if (phase == 2'b10)
         samplevalue <= X3;
   	else if (phase == 2'b11)
			samplevalue <= X4;
    else
         samplevalue <= 0;
  end
  always@(posedge clk) begin
    if(rst ==1'b1) 
    begin
      X1 <= 0;
      X2 <= 0;
      X3 <= 0;
      X3 <= 0;
    end
    else if(en == 1) 
    begin 
      X1 <= X;
      X2 <= X1;
      X3 <= X2;
      X4 <= X3;
    end
   if(phase == 3'b100)
       Yt <= result;
  end
  always@(posedge clk) begin
    if(rst ==1'b1) 
    begin
		result <= 0;
    end
    else begin
    if(cycle_valid)  begin
		result <= result + prod;
    end 
    if(phase == 3'b101)
        result <= 0;
    end
  end
   always@(posedge clk) begin
    if(rst ==1'b1) 
    begin
		phase <= 0;
    end
    else if(cycle_valid)
       	phase <= phase + 1;
    end
   always@(posedge clk) begin
    if(rst ==1'b1) 
		cycle_valid <= 0;
    else if(en == 1'b1) 
         cycle_valid <= 1;
    else if(phase == 3'b011) begin
         cycle_valid <= 0;
         end
  end
endmodule
```

## design/flow/run.sh

```bash
#!/bin/bash
# OpenROAD 26Q1-2900-gdf79404cd8, Yosys 0.63+post, stock flow scripts
make -C /OpenROAD-flow-scripts/flow DESIGN_CONFIG=/design/flow/config.mk WORK_HOME=/design/flow/orfs finish
```

## design/flow/constraint.sdc

```tcl
current_design FIR

set clk_period 15.5
set clk_io_pct 0.2

create_clock -name clk0 -period $clk_period [get_ports {clk}]

set non_clock_inputs [all_inputs -no_clocks]
set_input_delay [expr $clk_period * $clk_io_pct] -clock clk0 $non_clock_inputs
set_output_delay [expr $clk_period * $clk_io_pct] -clock clk0 [all_outputs]
```

==> impl_metrics.toml <==
# yosys + openroad results
[flow_run]
openroad.warnings = 30
cap_violations = 0

[logic_synthesis]
syn_inst = 1544
syn_area_um2 = 14180
synthFlopType = "dfxtp_1"
async_flop_share_pct = 0
synth_seq_share_pct = 16.38
ys_types = 69
yosys_area_um2 = 14180
ys_ff = 100
ys_cells = 1544
syn_avg_cell_area_um2 = 9.184
yosys_warnings = 1
edf_count = 32

[route]
drt_iter0_drc = 395
ant_nets = 0
drt_wl_total_mm = 35.30
drc_errors = 0
drtPass1Iterations = 5
n_antenna_cell = 0
vias_per_cell = 4.637
via_count = 10252
wl_per_cell_um = 15.97

[final_timing]
skew_ns = 0.01209
hold_violations = 0
final-setup-viol-count = 0
fin_crit_sh_pct = 72.39
min_period_ns = 11.22
drv_slew = 0
tns_ns = 0
worst_slew_pin_slew_ns = 0.8435
postLayoutSetupSlackWorst_ns = 4.279
maxSlewHeadroom_pct = 42.16
fmax_mhz = 89.12
grt_setup_unrepaired = "false"

[global_route]
antenna_found_initial = 0
grtUsageTotal_pct = 16.44
grt_pass1_wl_mm = 58.24
grt_overflow = 0
grt_max_degree = 56
grt_pass1_vias = 10752

[floorplan]
rows = 79
chipArea_um2 = 48140
die_h_um = 219.4
ios = 67
die_width_um = 219.4
coreArea_um2 = 46560
fp-utilization_pct = 30.46

[layout]
utilization_pct = 34.07
syn_to_final_growth_pct = 11.86
lay_top_count = "inv_1"
fillers = 4630
layout-drive-gt1-share_pct = 4.551
lay_top_cells = "inv_1 (306), fa_1 (256), nor2_1 (209)"

[pwr]
power_density_nw_per_um2 = 238.6
peakVddDrop_mv = 0.1994
p_leak_nw = 7.479
power.total_mw = 3.784

[hold_path]
hp-class = "reg2reg"

[cts]
tritoncts = "done"
cts_buffer_depth = 2
clkTransAtPathRegs_ns = 0.07
clock_tree.root_cell = "clkbuf_16"
numCtsBuffers = 9
post_cts_buffers = 0
cts_resized = 0
cts.sinks = 100
postCtsHoldBufs = 0
cts_max_level = 3
clk_latency_ns = 0.36

[placement]
gp_congestion = 0.9662
numPortBuffers = 66
dpl_worst_slack_ns = 3.957
hpwlAfterDp_mm = 28.79

[status]
status = "finished clean"

[setup_path]
cp.arrival_ns = 11.46
end_kind = "register"
cp_common_cell = "fa_1"
cp_slowest_cell = "fa_1"
path_class = "in2reg"
crit_required_ns = 15.74
startpoint_type = "primary input"
path_max_fanout = 11
slowest_delay_ns = 0.58
## critical path: cells and delay by family
kind	cells	cell delay (ns)
AOI/OAI and AO/OA	8	1.72
xor gates and xnor gates	2	0.22
adders and majority gates	9	4.02
buffers and inverters	4	0.59
muxes	1	0.14
and+or+nand+nor	7	1.66
## sequential cells by signal, summed over array words and instances, names as in the netlist
name	flops
X1	16
X2	16
X3	16
X4	16
Yt	16
cycle_valid	1
phase	3
result	16
## through the flow
stage               hold WS [ns]  cell area (um^2)  instances
floorplan                 0.4218             14180       1544
global placement          0.4311             15580       2195
detailed placement        0.4407             15580       2195
CTS                       0.4573             15860       2211
global route              0.4741             15860       2211
finish                    0.4582             15860       2211
## layer usage
layer	track usage, %	part of all wire, %
met5	0	0
met4	2.454	1.7
met3	7.997	11
met2	24.63	45
met1	22.47	42
## power breakdown
part | leakage (nW) | switching [mW] | internal [mW] | total (mW)
clock network | 0.131 | 0.102 | 0.111 | 0.213
registers | 0.864 | 0.0177 | 0.298 | 0.316
logic | 6.48 | 1.83 | 1.43 | 3.26
total | 7.48 | 1.95 | 1.83 | 3.78
## worst paths after layout
path	from	depth (start not counted)	to	slack (ns)
setup / recovery	b1[1]	31	result[12]	4.28
hold / removal	X3[15]	0	X4[15]	0.46
setup reg to reg	phase[2]	34	result[12]	5.71
hold reg to reg	X3[15]	0	X4[15]	0.46
## cell families (layout without fill, tap and decap cells)
group                    Yosys count  in the layout  synth area share [%]
XOR/XNOR                          33             33                 2.038
AND-OR/OR-AND                    163            163                 7.386
buffers and inverters            358            418                 9.733
flip-flops                       100            100                 16.38
multiplexers                      82             82                 6.000
AND/OR/NAND/NOR                  453            453                 13.59
adder cells (fa/ha/maj)          355            355                 44.88
## synthesized netlist by cell type, types with 6 or more instances
cell,instances,share of area [%]
a211oi_1,11,0.58
a21o_1,10,0.53
a21oi_1,53,1.9
and3_1,6,0.26
buf_1,11,0.29
clkbuf_1,34,0.90
dfxtp_1,68,9.6
edfxtp_1,32,6.8
fa_1,256,36
ha_1,99,8.7
inv_1,306,8.1
mux2_2,9,0.71
mux2i_1,70,4.9
nand2_1,158,4.2
nand2b_1,6,0.26
nand3_1,21,0.74
nand3b_1,6,0.32
nor2_1,209,5.5
nor2b_1,6,0.26
nor3_1,11,0.39
o21a_1,23,1.2
o21ai_0,20,0.71
o21ai_1,15,0.53
xnor2_1,26,1.6
xor2_1,7,0.43
## area by class of cell
| type | instances | area [um^2] | share of cell area [%] |
|---|---|---|---|
| sequential | 100 | 2322 | 14.64 |
| inverter | 306 | 1149 | 7.241 |
| clock buffer | 10 | 229.0 | 1.444 |
| timing repair buffer | 96 | 875.8 | 5.522 |
| multi-input combinational | 1086 | 10480 | 66.06 |
| tap | 607 | 759.5 | 4.788 |
| clock inverter | 6 | 48.80 | 0.3076 |
No activity file was given, so power comes from the tool's default toggle rates.
